--- run.sh ---
#!/bin/bash
# OpenROAD 26Q1-2900-gdf79404cd8, Yosys 0.63+post, stock flow scripts
make -C /OpenROAD-flow-scripts/flow DESIGN_CONFIG=/design/flow/config.mk WORK_HOME=/design/flow/orfs finish
--- design.v ---
`timescale 1ns / 1ps
module ctndek(
			input clk,
			input rst,
			input en,
			output reg ovl,
			output reg [3:0] out
    );
always @(posedge clk, posedge rst)
begin
	if(rst)
		out <= 4'd0;
	else if(en)
		if(out == 4'd9)
			out <= 4'd0;
		else
			out <= out + 1;
end
always @(posedge clk, posedge rst)
begin
	if(rst)
		ovl <= 1'b0;
	else
		if (out == 4'd9)
			ovl <= 1'b1;
		else
			ovl <= 1'b0;
end
endmodule
--- constraint.sdc ---
current_design ctndek

set clk_period 1.2
set clk_io_pct 0.2

create_clock -name clk0 -period $clk_period [get_ports {clk}]

set non_clock_inputs [all_inputs -no_clocks]
set_input_delay [expr $clk_period * $clk_io_pct] -clock clk0 $non_clock_inputs
set_output_delay [expr $clk_period * $clk_io_pct] -clock clk0 [all_outputs]
--- config.mk ---
export PLATFORM = sky130hd
export DESIGN_NAME = ctndek
export DESIGN_NICKNAME = ctndek
export VERILOG_FILES = /design/flow/design.v
export SDC_FILE = /design/flow/constraint.sdc
export NUM_CORES = 4
export LEC_CHECK = 1
export CORE_AREA = 10 10 70 70
export DIE_AREA = 0 0 80 80
==> impl_metrics.prom <==
# HELP chip_impl_metric Physical implementation figures
# TYPE chip_impl_metric gauge
chip_impl_info{name="run_status",value="finished clean"} 1
chip_impl_metric{name="finalWeightedCongestion",unit=""} 0.743
chip_impl_metric{name="power.ir.vdd_worst",unit="mV"} 0.323
chip_impl_metric{name="report.final.slew_viol_count",unit=""} 0
chip_impl_metric{name="dpl_worst_slack",unit="ns"} -0.0535
chip_impl_metric{name="combGateArea",unit="sq um"} 75.1
chip_impl_metric{name="hold_viol_final",unit=""} 0
chip_impl_metric{name="grt_antenna_before_repair",unit=""} 0
chip_impl_info{name="critical_path.reg2reg.endpoint",value="out[3]"} 1
chip_impl_info{name="setup.worst_path.class",value="reg -> reg"} 1
chip_impl_info{name="mostFrequentLayoutCell",value="sky130_fd_sc_hd__buf_4"} 1
chip_impl_metric{name="relSlewSlack",unit="%"} 83.3
chip_impl_metric{name="yosys.stat.seqShare",unit="%"} 58.1
chip_impl_metric{name="grt_pass1_wl",unit="um"} 910
chip_impl_metric{name="worstPathMaxFanout",unit=""} 5
chip_impl_metric{name="grt.overflow.total",unit=""} 0
chip_impl_metric{name="tritoncts.num_buffers",unit=""} 3
chip_impl_info{name="ctsRootBufferMaster",value="sky130_fd_sc_hd__clkbuf_4"} 1
chip_impl_info{name="timing.hold.worst.class",value="in -> async"} 1
chip_impl_metric{name="max_cap_viol_count",unit=""} 0
chip_impl_metric{name="r2r.worst_path.cells",unit=""} 5
chip_impl_metric{name="setup_slack",unit="ns"} 0.0688
chip_impl_metric{name="netlist-cell-type-count",unit=""} 11
chip_impl_info{name="worst_r2r_startpoint",value="out[0]"} 1
chip_impl_metric{name="stage_log_warnings",unit=""} 25
chip_impl_info{name="critical_path.most_common_cell",value="sky130_fd_sc_hd__buf_4"} 1
chip_impl_metric{name="cts_max_path_buffers",unit=""} 2
chip_impl_info{name="tritoncts",value="done"} 1
chip_impl_metric{name="via_count",unit=""} 207
chip_impl_metric{name="h-tree-depth",unit=""} 1
chip_impl_metric{name="slowest_delay",unit="ns"} 0.37
chip_impl_metric{name="post_route_cells_drive_above_1_share",unit="%"} 23.7
chip_impl_info{name="worstPathCellList",value="buf_4, buf_4, and4b_1, a21oi_1, o22ai_1"} 1
chip_impl_metric{name="final.setup_skew",unit="ns"} 0.000937
chip_impl_metric{name="ff2ff_setup_slack",unit="ns"} 0.07
chip_impl_metric{name="power.leakage",unit="uW"} 0.000189
chip_impl_metric{name="report.final.setup_viol",unit=""} 0
chip_impl_metric{name="drt_iter0_markers",unit=""} 4
chip_impl_metric{name="synth.yosys.warnings",unit=""} 1
chip_impl_metric{name="fmax",unit="MHz"} 884
chip_impl_metric{name="layout.filler_cells",unit=""} 404
chip_impl_metric{name="diodes",unit=""} 0
chip_impl_metric{name="row_count",unit=""} 21
chip_impl_metric{name="clock_sink_count",unit=""} 5
chip_impl_metric{name="synth_stat.cells",unit=""} 21
chip_impl_metric{name="minimum_clock_period_after_layout",unit="ns"} 1.13
chip_impl_metric{name="critical_path_arrival",unit="ns"} 1.25
chip_impl_metric{name="pin_count_of_the_biggest_net_entering_global_routing",unit=""} 7
chip_impl_metric{name="remaining_drc_errors",unit=""} 0
chip_impl_metric{name="path_clk_slew",unit="ns"} 0.04
chip_impl_metric{name="coreArea",unit="sq um"} 3420
chip_impl_metric{name="syn_inst_count",unit=""} 21
chip_impl_metric{name="dr.pass1.iters",unit=""} 4
chip_impl_metric{name="ioPinCount",unit=""} 8
chip_impl_info{name="startpoint_type",value="flop"} 1
chip_impl_metric{name="fin_total_pwr",unit="uW"} 921
chip_impl_metric{name="worstPathRequired",unit="ns"} 1.32
chip_impl_metric{name="final_core_util",unit="%"} 11.9
chip_impl_metric{name="netlist_area",unit="sq um"} 215
chip_impl_metric{name="design.die.area",unit="sq um"} 6400
chip_impl_metric{name="yosys-stat-area",unit="sq um"} 215
chip_impl_metric{name="timing_worst_slew_pin_value",unit="ns"} 0.247
chip_impl_metric{name="fin_crit_sh",unit="%"} 94.3
chip_impl_metric{name="power.density_cell_area",unit="nW/um^2"} 2260
chip_impl_metric{name="grt_pass1_vias",unit=""} 209
chip_impl_info{name="rsz0062_at_grt",value="no"} 1
chip_impl_metric{name="routed_wl",unit="um"} 576
chip_impl_metric{name="tns",unit="ns"} 0
chip_impl_info{name="cp_max_stage_cell",value="sky130_fd_sc_hd__dfrtp_1"} 1
chip_impl_metric{name="latency_at_later_pin",unit="ns"} 0.24
chip_impl_metric{name="cts_hold_repair.buffers",unit=""} 0
chip_impl_metric{name="wl_per_cell",unit="um"} 6.86
chip_impl_metric{name="die_width",unit="um"} 80
chip_impl_info{name="most-common-layout-cells",value="6 x sky130_fd_sc_hd__buf_4, 5 x sky130_fd_sc_hd__dfrtp_1, 5 x sky130_fd_sc_hd__dlygate4sd2_1"} 1
chip_impl_metric{name="dpl.hpwl",unit="um"} 422
chip_impl_metric{name="synth_area_per_cell",unit="sq um"} 10.2
chip_impl_metric{name="area.sequential",unit="sq um"} 125
chip_impl_metric{name="grtUsageTotal",unit="%"} 1.76
chip_impl_metric{name="floorplan.die.height",unit="um"} 80
chip_impl_metric{name="ys_ff",unit=""} 5
chip_impl_metric{name="place.port_buffers",unit=""} 7
chip_impl_metric{name="core_util_floorplan",unit="%"} 6.30
chip_impl_metric{name="syn_to_final_growth",unit="%"} 89.5
chip_impl_metric{name="average_vias_per_placed_instance",unit=""} 2.46
chip_impl_info{name="timing.critical_path.to_type",value="flop"} 1
chip_impl_metric{name="ant_nets",unit=""} 0
==> worst max path at each step <==
| stage | startpoint | end | slack, ns | cells past startpoint |
|---|---|---|---|---|
| CTS | out[3] | out[3] | 0.07 | 1 |
| global route | out[0] | out[3] | 0.008 | 5 |
| finish | out[0] | out[3] | 0.07 | 5 |
==> power breakdown <==
part	internal [uW]	switching (uW)	leakage, uW
Clock	126	66.2	0.0000150
Sequential	249	36.0	0.0000612
Combinational	262	182	0.000113
==> logic make-up (layout without fill, tap and decap cells) <==
| family | after synthesis | after routing | share of synthesized area (%) |
|---|---|---|---|
| AND-OR/OR-AND | 5 | 5 | 12.2 |
| buffers and inverters | 4 | 21 | 6.97 |
| AND/OR/NAND/NOR | 5 | 5 | 14.5 |
| XOR/XNOR | 2 | 2 | 8.14 |
| flip-flops | 5 | 5 | 58.1 |
==> cell usage after synthesis (all sizes together) <==
master | count | area share [%]
nand3 | 1 | 2.3
xnor2 | 1 | 4.1
dfrtp | 5 | 58
nor4b | 1 | 4.1
and4b | 1 | 4.7
inv | 4 | 7.0
nand2 | 2 | 3.5
o21ai | 2 | 4.7
o22ai | 1 | 2.9
a21oi | 2 | 4.7
xor2 | 1 | 4.1
==> layer usage <==
| metal | routed length [um] | vias up | global-route usage [%] |
|---|---|---|---|
| met5 | 0 | - | 0 |
| met4 | 19 | 0 | 1.23 |
| met3 | 48 | 2 | 0.909 |
| met2 | 248 | 8 | 2.01 |
| met1 | 259 | 93 | 2.41 |
| li1 | - | 104 | - |
==> metrics by stage <==
stage	std cells	hold WS (ns)	cell area, sq um
3_3_place_gp	78	0.453	373
6_report	84	0.203	408
3_5_place_dp	78	0.457	373
2_1_floorplan	21	0.0185	215
5_1_grt	84	0.222	408
4_1_cts	84	0.191	408
==> sequential cells by signal, indices dropped and copies added (netlist names) <==
signal,flops
ovl,1
out,4
==> area by class of cell <==
type	instances	share of cell area (%)
inverters	4	3.68
well taps	46	14.1
multi-input cells	12	18.4
repair buffers	13	26.7
clock buffers	4	6.44
flip-flops and latches	5	30.7
==> timing repair <==
item,in CTS,in global routing
endpoints found under the hold margin,0,0
resized,5,0
buffers inserted,2,0
endpoints found under the setup margin,5,0
==> critical path, delay by kind of cell, from the launching register on <==
kind | cells | cell delay (ns)
DFF | 1 | 0.37
buffers and inverters | 2 | 0.27
AOI/OAI and AO/OA | 2 | 0.21
and+or+nand+nor | 1 | 0.16
No activity file was given, so power comes from the tool's default toggle rates.
